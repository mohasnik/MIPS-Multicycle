[flow/config.mk]
export PLATFORM = sky130hd
export DESIGN_NAME = mc_controller
export DESIGN_NICKNAME = mc_controller
export VERILOG_FILES = /design/flow/design.v
export SDC_FILE = /design/flow/constraint.sdc
export NUM_CORES = 4
export LEC_CHECK = 1
export CORE_AREA = 10 10 103 103
export DIE_AREA = 0 0 113 113
[flow/constraint.sdc]
current_design mc_controller

set clk_period 1.4
set clk_io_pct 0.2

create_clock -name clk0 -period $clk_period [get_ports {clk}]

set non_clock_inputs [all_inputs -no_clocks]
set_input_delay [expr $clk_period * $clk_io_pct] -clock clk0 $non_clock_inputs
set_output_delay [expr $clk_period * $clk_io_pct] -clock clk0 [all_outputs]
[flow/design.v]
module mc_controller(clk,rst,opcode,func,alu_op,reg_dst,reg_wdst,reg_write,ir_write,l_or_d,alusrcA,alusrcB,pc_src,pc_write,pc_write_cond,mem_read,mem_write);
  input clk,rst;
  input[5:0] opcode,func;
  output reg[1:0] reg_dst,reg_wdst;
  output reg reg_write,ir_write,l_or_d,alusrcA;
  output reg [1:0] alusrcB;
  output reg [2:0] alu_op;
  output reg [1:0] pc_src;
  output reg pc_write,pc_write_cond;
  output reg mem_read,mem_write;
  reg [3:0] ps,ns;
  always @(posedge clk) begin
    if (rst)
      ps = 4'd0;
    else
      ps = ns;
  end
  always @(ps or func or opcode) begin
    case(ps)
      4'd0: ns = 4'd1;
      4'd1: case(opcode)
             6'b001010: ns = 4'd13;	 
             6'b001001: ns = 4'd12;	 
             6'b000010: ns = 4'd9;	 
             6'b000011: ns = 4'd10;	 
             6'b000110: ns = 4'd11; 	 
             6'b000000: ns = 4'd6;	 
             6'b100011: ns = 4'd2;	 
             6'b101011: ns = 4'd2;	 
             6'b000100: ns = 4'd8;	 
           endcase
      4'd2: case(opcode)
             6'b100011: ns = 4'd3;	 
             6'b101011: ns = 4'd5;	 
           endcase
      4'd3:  ns = 4'd4;
      4'd4:  ns = 4'd0;
      4'd5:  ns = 4'd0;
      4'd6:  ns = 4'd7;
      4'd7:  ns = 4'd0;
      4'd8:  ns = 4'd0;
      4'd9:  ns = 4'd0;
      4'd10: ns = 4'd0;
      4'd11: ns = 4'd0;
      4'd12: ns = 4'd14;
      4'd13: ns = 4'd14;
      4'd14: ns = 4'd0;
    endcase
  end
  always @(ps) begin
    {reg_dst,reg_wdst,reg_write,ir_write,l_or_d,alusrcA,alusrcB,alu_op,pc_src,pc_write,pc_write_cond,mem_read,mem_write} = '0;
    case(ps)
      4'd0:  {mem_read,ir_write,alusrcB,pc_write,pc_src} = {1'b1,1'b1,2'b01,1'b1,2'b00};
      4'd1:  {alusrcB} = {2'b11};
      4'd2:  {alusrcA,alusrcB} = {1'b1,2'b10};
      4'd3:  {mem_read,l_or_d} = {1'b1,1'b1};
      4'd4:  {reg_dst,reg_write,reg_wdst} = {2'b00,1'b1,2'b01};
      4'd5:  {mem_write,l_or_d} = {1'b1,1'b1};
      4'd6:  {alusrcA,alusrcB} = {1'b1,2'b00};
      4'd7:  {reg_dst,reg_write,reg_wdst} = {2'b01,1'b1,2'b00};
      4'd8:  {alusrcA,alusrcB,pc_write_cond,pc_src} = {1'b1,2'b00,1'b1,2'b10};
      4'd9:  {pc_write,pc_src} = {1'b1,2'b01};
      4'd10: {reg_dst,reg_wdst,reg_write,pc_write,pc_src} = {2'b10,2'b10,1'b1,1'b1,2'b10};
      4'd11: {pc_write,pc_src} = {1'b1,2'b11};
      4'd12: {alusrcA,alusrcB} = {1'b1,2'b10};
      4'd13: {alusrcA,alusrcB} = {1'b1,2'b10};
      4'd14: {reg_dst,reg_write,reg_wdst} = {2'b00,1'b1,2'b00};
    endcase         
  end
  always @(ps or func) begin
    case(ps)
      4'd0: alu_op = 3'b010;
      4'd1: alu_op = 3'b010;
      4'd2: alu_op = 3'b010;
      4'd6: case(func)
             6'b100000: alu_op = 3'b010;
             6'b100011: alu_op = 3'b110;
             6'b100100: alu_op = 3'b000;
             6'b100101: alu_op = 3'b001;
             6'b101010: alu_op = 3'b111;
             default:   alu_op = 3'b000;
           endcase
      4'd8:  alu_op = 3'b110;
      4'd12: alu_op = 3'b010;
      4'd13: alu_op = 3'b111;
      default: alu_op = 3'b000;
    endcase
  end
endmodule
[flow/run.sh]
#!/bin/bash
# OpenROAD 26Q1-2900-gdf79404cd8, Yosys 0.63+post, stock flow scripts
make -C /OpenROAD-flow-scripts/flow DESIGN_CONFIG=/design/flow/config.mk WORK_HOME=/design/flow/orfs finish
==> run notes <==
run results: run status=finished, final reports clean, number of distinct library cells after synthesis=between 40 and 50, GRT met2 Usage=slightly below 7%, antenna cells=0, number of buffers inserted by port buffering=23, per-instance average area after synthesis=around 9.0 sq um, area occupied by registers=440 sq um, Adder-Cell Fraction of Synth Area=5.32%, GRT Total Usage=under 10%, power per standard cell area=732 nW/um^2, max-slew violation total from the final report=0, flip-flop and latch count after synthesis=23, Synth async-reset ratio=0%, total number of vias=961, initial antenna violation count=0, number of DRC violations after detailed-routing iteration 0=just under 100, post-layout period usage of the worst path=between 90% and 100%, number of global-route vias before repair=just over 900, most crowded layer after global routing=met2, cell family contributing the most delay on the critical path=buffers and inverters, post-CTS clock slew at the launch and capture registers of the worst setup and hold paths=roughly 0.070 ns, cell at the root of the clock tree=clkbuf_8, Synth warnings=1, worst-case vdd ir drop=236 uV, drt drc=0, number of flops mapped to enable cells by yosys=0, Worst setup SP type=flop, fin crit period=approximately 1.3 ns, RSZ-0062 raised after global routing=no, global-route congestion overflow total=0, die height=approximately 110 um, Antenna Violating Nets Remaining=0, Synth area leader=dfxtp_1, routing usage on met1=5.03%, Starting Density=between 10% and 20%, Std-Cell Rows=33, detailed-placement wirelength estimate=approximately 2100 um, endpoints left unconstrained=4, count of unclocked register or latch pins=4, post-synthesis to final-layout area growth=32.6%, routing usage on met3=less than 1%, area reported by Yosys stat=1170 sq um, CTS H-tree depth=1, worst-path cell chain=clkdlybuf4s50_1, Critical path origin=pc_src[0]$_SDFF_PP0_, xor/xnor share of the synthesized area=~1.5%, top-level I/O count=33, Max Clock Freq=748 MHz, Worst EP arrival=~1.1 ns, fraction of final layout cells with drive strength greater than 1=around 16%, number of violations of the max-capacitance limit=0, die width=roughly 110 um, area of the core=8300 sq um, Main area contributors=dfxtp_1, ha_1, dlxtn_1, area share of the leading cell type in the synthesized netlist=around 32%, first-pass GRT wire length=between 4000 and 5000 um, largest fanout on the critical path=1, Pre-antenna DRT Iters=4, number of standard cells after synthesis=approximately 130, Critical Path End Type=output port, Multiplexer share=about 1.8%, delay contributed by the slowest stage of the critical path=0.47 ns, top flip-flop cell by instance count after synthesis=dfxtp_1, final standard cell utilization of the core=between 10% and 20%, worst min-delay path class=primary input to flop, Top logic family=simple AND/OR/NAND/NOR gates, routability-driven placement congestion ratio=roughly 0.8, min-delay src=rst, area fraction in compound gates after synthesis=16.2%, count of endpoints failing setup in the final report=0, maximum root-to-sink buffer count=2, setup ws final=about 0.062 ns, number of CTS-inserted buffers=3, die area=12,800 sq um, simple-gate share of the synthesized area=approximately 25%, pre-CTS setup slack=-0.293 ns, synthesized cell area=around 1200 sq um, detail-routed net length per standard cell=approximately 10 um, Static Leakage=0.613 nW, CP bufs+invs=1, ys cells=130, number of logged tool warnings=35, area of combinational cells with multiple inputs=606 sq um, hold buffer count at cts=0, Final Hold Violating Endpoints=0, pin count of the biggest net entering global routing=12, worst endpoint required time=between 1 and 1.5 ns, Slowest cell on crit path=clkdlybuf4s50_1, detailed-route wire length=about 2600 um, number of fillers in the final layout=just under 900, detailed-route vias per instance=3.71, CTS tree=yes, Crit Path Category=flop to output port
==> per-stage QoR <==
step	total power [mW]	cell area, sq um	TNS (ns)	hold slack (ns)	cells
2_1_floorplan	0.716	1190	0	0.534	132
3_3_place_gp	0.790	1510	-2.67	0.902	255
3_5_place_dp	0.790	1510	-2.76	0.904	255
4_1_cts	1.16	1560	0	0.388	259
5_1_grt	1.21	1560	0	0.409	259
6_report	1.14	1560	0	0.391	259
==> synth_stat cells (2+ instances only) <==
cell / count
nor3_1: 4
nor4_1: 2
a21oi_1: 4
inv_2: 4
nand2_1: 6
o221ai_1: 2
buf_6: 5
nand2b_1: 5
o21ai_0: 2
dlxtn_1: 4
a211oi_1: 2
inv_1: 4
buf_4: 5
nand3b_1: 2
ha_1: 5
and2_1: 6
clkbuf_1: 2
nor2b_1: 4
dfxtp_1: 19
buf_2: 3
o21ai_1: 4
xor2_1: 2
and3b_1: 2
nor2_1: 7
==> routing by layer <==
layer / vias to the layer above / routed length, um
met3: 2 / 112
met4: 0 / 29
met2: 13 / 1330
met5: - / 0
li1: 496 / -
met1: 450 / 1120
==> power breakdown <==
part	switching [mW]	internal, mW	leakage [nW]
sequential	0.0194	0.574	0.188
combinational	0.0781	0.104	0.399
clock	0.168	0.197	0.0255
==> state kept, by name, indices dropped and copies added, names as in the netlist, 2 cells and up <==
register / flops
alusrcB: 2
ns: 4
pc_src: 2
ps: 4
reg_wdst: 2
==> layout by cell type, fill, tap and decap left out, types with 2 or more instances in the layout <==
cell type	instances
clkdlybuf4s50_1	22
dfxtp_1	19
buf_4	10
nor2_1	7
and2_1	6
nand2_1	6
a21oi_1	4
inv_2	4
inv_1	4
nor2b_1	4
nand2b_1	4
nor3_1	4
o21ai_1	4
ha_1	4
dlxtn_1	4
conb_1	3
clkbuf_8	3
nor4_1	2
o21ai_0	2
a211oi_1	2
nand3b_1	2
o221ai_1	2
and3b_1	2
xor2_1	2
==> logic make-up after synthesis <==
| logic type | Yosys count |
|---|---|
| AND/OR/NAND/NOR | 47 |
| AND-OR/OR-AND | 27 |
| buffers and inverters | 23 |
| flip-flops | 19 |
| adder cells (fa/ha/maj) | 5 |
| latches | 4 |
| XOR/XNOR | 2 |
| multiplexers | 2 |
| other | 1 |
==> worst paths after layout <==
kind,depth (start not counted),slack [ns],end
setup / recovery,1,0.06,pc_src[0]
hold / removal,2,0.39,ps[1]$_SDFF_PP0_
==> layout make-up <==
class,instances,share of cell area [%]
clock buffers,3,2.65
clock inverters,1,0.321
inverters,8,1.93
multi-input cells,86,38.9
flip-flops and latches,23,28.3
well taps,105,8.43
repair buffers,33,19.5
==> timing repair <==
item / CTS / global route
gates resized: 2 / 0
endpoints found under the setup margin: 3 / 0
setup buffers: 0 / 0
endpoints found under the hold margin: 0 / 0
Power figures rest on the tool's default switching activity, not on a simulated workload.
