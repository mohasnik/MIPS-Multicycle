==> flow/config.mk <==
export PLATFORM = sky130hd
export DESIGN_NAME = datapath
export DESIGN_NICKNAME = datapath
export VERILOG_FILES = /design/flow/design.v
export SDC_FILE = /design/flow/constraint.sdc
export NUM_CORES = 4
export LEC_CHECK = 1
export CORE_UTILIZATION = 50
==> flow/constraint.sdc <==
current_design datapath

set clk_period 26.8
set clk_io_pct 0.2

create_clock -name clk0 -period $clk_period [get_ports {clk}]

set non_clock_inputs [all_inputs -no_clocks]
set_input_delay [expr $clk_period * $clk_io_pct] -clock clk0 $non_clock_inputs
set_output_delay [expr $clk_period * $clk_io_pct] -clock clk0 [all_outputs]
==> flow/design.v <==
module alu (a, b, ctrl, y, zero);
  input [31:0] a, b;
  input [2:0] ctrl;
  output [31:0] y;
  output zero;
  assign y =  (ctrl == 3'b000) ? (a & b) :
              (ctrl == 3'b001) ? (a | b) : 
              (ctrl == 3'b010) ? (a + b) :
              (ctrl == 3'b110) ? (a - b) : ((a < b) ? 32'd1: 32'd0);
  assign zero = (y == 32'd0) ? 1'b1 : 1'b0;
endmodule
module datapath( clk, rst, pc_write, pc_write_con, IorD, 
                mem_read_data, ir_write, reg_dst, reg_wr_dst, reg_write,
                alu_src_A, alu_src_B, alu_op, pc_src, zero, mem_adr, mem_write_data, instruction
                );
    input clk, rst, pc_write, pc_write_con, IorD, ir_write, reg_write, alu_src_A;
    input [1:0] pc_src;
    input [1:0] reg_dst;
    input [1:0] alu_src_B;
    input [1:0] reg_wr_dst;
    input [2:0] alu_op;
    input [31:0] mem_read_data;
    output [31:0] mem_adr;
    output [31:0] mem_write_data;
    output [31:0] instruction;
    output zero;
    wire pc_load;
    wire [31:0] pc_out;
    wire [31:0] IR_out;      
    wire [31:0] MDR_out;     
    wire [31:0] regAlu_out;
    wire [31:0] read_data1;
    wire [31:0] read_data2;
    wire[31:0] SE_out;
    wire [31:0] S1_out;
    wire [31:0] S2_out;
    wire [31:0] alu_out;
    wire[31:0] reg_d1_out;
    wire[31:0] reg_d2_out;
    wire [31:0] mux1_out;
    wire [31:0] mux3_out;
    wire [31:0] mux4_out;
    wire [31:0] mux5_out;
    wire [31:0] mux6_out;
    wire [4:0] mux2_out;
    reg_32b PC(mux6_out, rst, pc_load, clk, pc_out);  
    mux2to1_32b mux1(pc_out, regAlu_out, IorD, mux1_out);
    reg_32b IR(mem_read_data, rst, ir_write, clk, IR_out);
    reg_32b MDR(mem_read_data, rst, 1'b1, clk, MDR_out);
    mux4to1_5b mux2(IR_out[20:16], IR_out[15:11], 5'd31, , reg_dst, mux2_out);
    mux4to1_32b mux3(regAlu_out, MDR_out, pc_out, , reg_wr_dst, mux3_out);
    reg_file RF(mux3_out, IR_out[25:21], IR_out[20:16], mux2_out, reg_write, rst, clk, read_data1, read_data2);
    sign_ext SE(IR_out[15:0], SE_out);
    shl2 S1(SE_out, S1_out);
    reg_32b regD1(read_data1, rst, 1'b1, clk, reg_d1_out);
    reg_32b regD2(read_data2, rst, 1'b1, clk, reg_d2_out);
    mux2to1_32b mux4(pc_out, reg_d1_out, alu_src_A, mux4_out);
    mux4to1_32b mux5(reg_d2_out, 32'd4, SE_out, S1_out, alu_src_B, mux5_out);
    alu ALU(mux4_out, mux5_out, alu_op, alu_out, zero);      
    shl2 S2({6'd0, IR_out[25:0]}, S2_out);
    reg_32b regAlu(alu_out, rst, 1'b1, clk, regAlu_out);
    mux4to1_32b mux6(alu_out, {pc_out[31:28], S2_out[27:0]}, regAlu_out, read_data1, pc_src, mux6_out);
    assign pc_load = pc_write | (pc_write_con & zero);
    assign mem_adr = mux1_out;
    assign mem_write_data = reg_d2_out;
    assign instruction = IR_out;
endmodule
module mux2to1_32b (i0, i1, sel, y);
  input [31:0] i0, i1;
  input sel;
  output [31:0] y;
  assign y = (sel==1'b1) ? i1 : i0;
endmodule
module mux4to1_32b (i0, i1, i2, i3, sel, y);
  input [31:0] i0, i1, i2, i3;
  input [1:0] sel;
  output [31:0] y;
  assign y = (sel==2'd0) ? i0 :
            (sel == 2'd1) ? i1 :
            (sel == 2'd2) ? i2 : i3;
endmodule
module mux4to1_5b (i0, i1, i2, i3, sel, y);
  input [4:0] i0, i1, i2, i3;
  input [1:0] sel;
  output [4:0] y;
  assign y = (sel==2'd0) ? i0 :
            (sel == 2'd1) ? i1 :
            (sel == 2'd2) ? i2 : i3;
endmodule
module reg_32b (d_in, sclr, ld, clk, d_out);
  input [31:0] d_in;
  input sclr, ld, clk;
  output [31:0] d_out;
  reg [31:0] d_out;
  always @(posedge clk)
  begin
    if (sclr==1'b1)
      d_out = 32'd0;
    else if (ld)
      d_out = d_in;
  end
endmodule
module reg_file (wr_data, rd_reg1, rd_reg2, wr_reg, reg_write, rst, clk, rd_data1, rd_data2);
  input [31:0] wr_data;
  input [4:0] rd_reg1, rd_reg2, wr_reg;
  input reg_write, rst, clk;
  output [31:0] rd_data1, rd_data2;
  reg [31:0] register_file [0:31];
  integer i;
  assign rd_data1 = (rd_reg1 == 5'b0) ? 32'd0 : register_file[rd_reg1];
  assign rd_data2 = (rd_reg2 == 5'b0) ? 32'd0 : register_file[rd_reg2];
  always @(posedge clk)
    if (rst == 1'b1)
      for (i=0; i<32 ; i=i+1 )
        register_file[i] <= 32'd0;
    else if (reg_write == 1'b1)
      if(wr_reg != 5'd0)
        register_file[wr_reg] <= wr_data;
endmodule
module shl2 (d_in, d_out);
  input [31:0] d_in;
  output [31:0] d_out;
  assign d_out = d_in << 2;
endmodule
module sign_ext (d_in, d_out);
  input [15:0] d_in;
  output [31:0] d_out;
  assign d_out = {{16{d_in[15]}}, d_in};
endmodule
==> flow/run.sh <==
#!/bin/bash
# OpenROAD 26Q1-2900-gdf79404cd8, Yosys 0.63+post, stock flow scripts
make -C /OpenROAD-flow-scripts/flow DESIGN_CONFIG=/design/flow/config.mk WORK_HOME=/design/flow/orfs finish
==> results.py <==
# Synthesis and PnR figures
metrics = {
    "run_status": {
        "status": "completed",
    },
    "detailed_routing": {
        "dr.pass1.iters": 5,
        "drc_errors": 0,
        "ant_nets": 0,
        "vias_per_cell": 6.57,
        "routed_wl_um": 250000,
        "drtIter0Drc": 3560,
        "wire_per_inst_um": 35.6,
        "num_vias": 46100,
    },
    "worst_setup_path": {
        "worstSetupStartpointType": "primary input",
        "crit_fanout": 29,
        "required_ps": 21440,
        "path_class": "in2out",
        "cp.arrival_ps": 11500,
        "cp-end-kind": "output pin",
    },
    "yosys": {
        "synthFlopType": "edfxtp_1",
        "synthCells": 5143,
        "yosys_cells": 5143,
        "ys_seq_frac": 0.526,
        "yosysWarnings": 39,
        "topCellsByArea": "edfxtp_1 47%, mux4_2 20%, nor2_1 6.8%",
        "ys_chip_area_sq_um": 66000,
        "async_reset_ff_frac": 0,
        "edf_count": 1024,
        "ys_seq_elements": 1221,
        "top_cell_area_share": 0.466,
        "synth.distinct_cells": 96,
        "netlist_area_sq_um": 66000,
        "syn-mean-instance-area_sq_um": 12.8,
        "yosysTopAreaCell": "edfxtp_1",
    },
    "layout": {
        "fin_area_sq_um": 74000,
        "fillers": 10400,
        "layout.area.comb_sq_um": 29300,
        "seqCellArea_sq_um": 34700,
        "mostFrequentLayoutCell": "nor2_1",
        "area_delta_synth_final_pct": 12.2,
        "layout-drive-gt1-share": 0.235,
        "most-common-layout-cells": "1200 x nor2_1, 1024 x edfxtp_1, 573 x mux4_2, 197 x mux2i_1, 187 x dfxtp_1",
        "fin_util": 0.568,
    },
    "timing": {
        "fmax_mhz": 59.3,
        "final-hold-violation-count": 0,
        "worst_pin_slew_ps": 1040,
        "rsz0062_at_grt": "no",
        "finalSetupTns_ps": 0,
        "fin_crit_ps": 16860,
        "drv_slew": 0,
        "post-route-period-util": 0.629,
        "fin_skew_ps": 39.2,
        "finalSetupViolCount": 0,
        "relSlewSlack": 0.304,
    },
    "pwr": {
        "vdd_ir_drop_max_uv": 65.6,
        "leakagePower_nw": 25.3,
        "pwr_density_cell_nw_per_um2": 66.0,
    },
    "cts": {
        "cts-root-buf": "clkbuf_16",
        "clock.latency.late_pin_ps": 790,
        "postCtsSetupBuffers": 0,
        "cts_htree_levels": 4,
        "cts_tree": "done",
        "cts_max_path_buffers": 3,
        "hold_buffers": 0,
        "clock_sinks": 1221,
        "cts_buffers": 137,
        "clk_pin_slew_ps": 50,
        "cts_resized": 0,
    },
    "flow_run": {
        "stage_log_warnings": 89,
        "drv_cap": 0,
    },
    "floorplanning": {
        "dieArea_sq_um": 133000,
        "ios": 148,
        "die_width_um": 365,
        "die_h_um": 365,
        "fp_util": 0.507,
        "coreArea_sq_um": 130000,
        "rows": 132,
    },
    "min_path": {
        "hp-class": "reg2reg",
    },
    "global_route": {
        "grt_usage": 0.420,
        "grt_pass1_wl_um": 352000,
        "grt_overflow": 0,
        "grt_max_degree": 67,
        "first_global_vias": 48500,
        "antenna_found_initial": 10,
    },
    "placed_design": {
        "routabilityCongestion": 0.994,
        "port_buffers": 147,
        "placed_cell_area_sq_um": 69600,
        "dp_hpwl_um": 156000,
    },
}
[cell usage after synthesis, types with 64 or more instances]
library cell and number:
nor2b_1 64, clkbuf_1 394, buf_1 75, a21oi_1 177
nand2_1 209, dfxtp_1 197, inv_1 139, mux2_2 128
nor2_1 1202, edfxtp_1 1024, ha_1 96, mux4_2 573
mux2i_1 197
[layout make-up]
type	instances	share of cell area
diodes	2	0.0000677
clock buffers	176	0.0500
clock inverters	72	0.00913
inverters	141	0.00719
multi-input cells	3325	0.396
flip-flops and latches	1221	0.469
well taps	1742	0.0295
repair buffers	333	0.0390
[flip-flops by register name, summed over array words and instances, names as in the netlist, named ones only]
name              cells
RF.register_file   1024
IR.d_out             32
MDR.d_out            32
PC.d_out             32
regAlu.d_out         32
regD1.d_out          32
regD2.d_out          32
[metrics by stage]
| stage | hold WS (ps) | setup slack, ps | cells | power, mW |
|---|---|---|---|---|
| 2_1_floorplan | 437 | 12230 | 5174 | 2.71 |
| 3_3_place_gp | 473 | 10190 | 6762 | 3.04 |
| 5_1_grt | 516 | 9680 | 7012 | 5.02 |
| 6_report | 492 | 9940 | 7012 | 4.89 |
| 4_1_cts | 498 | 10060 | 7010 | 4.89 |
| 3_5_place_dp | 483 | 10090 | 6762 | 3.04 |
[final timing paths]
path | slack (ps) | end | start | cells past startpoint
max reg2reg | 20510 | PC.d_out[1]$_SDFFE_PP0P_ | IR.d_out[15]$_SDFFE_PP0P_ | 16
max | 9940 | zero | alu_src_B[0] | 17
min | 490 | IR.d_out[31]$_SDFFE_PP0P_ | IR.d_out[31]$_SDFFE_PP0P_ | 2
min reg2reg | 490 | IR.d_out[31]$_SDFFE_PP0P_ | IR.d_out[31]$_SDFFE_PP0P_ | 2
[worst max-delay path, cell delays in order]
cell and delay (ps):
clkdlybuf4s50_1 460, buf_4 340, nor2_2 110, buf_4 260
a22oi_1 340, ha_1 500, inv_1 210, a21oi_1 140
o311ai_0 460, o31ai_1 220, o21ai_0 810, o311ai_0 410
a2111oi_0 470, and4bb_1 260, nand3_2 140, nor2_1 410
clkdlybuf4s50_1 550
[layer usage]
| layer | track usage | wire length (um) | vias up | share of wire |
|---|---|---|---|---|
| met5 | 0.0853 | 1410 | - | 0.0056 |
| met4 | 0.163 | 13000 | 42 | 0.052 |
| met3 | 0.309 | 44600 | 705 | 0.18 |
| met2 | 0.576 | 111000 | 3510 | 0.45 |
| met1 | 0.521 | 79500 | 22500 | 0.32 |
| li1 | - | - | 19300 | - |
[cell families (layout without fill, tap and decap cells)]
| family | count (synthesis) | after routing | synth area share |
|---|---|---|---|
| buf+inv | 628 | 722 | 0.0365 |
| mux | 906 | 906 | 0.249 |
| flops | 1221 | 1221 | 0.526 |
| other cells | 1 | 34 | 0.0000569 |
| fa+ha+maj | 96 | 96 | 0.0182 |
| xor+xnor | 28 | 28 | 0.00383 |
| simple gates | 1701 | 1701 | 0.108 |
| compound gates | 562 | 562 | 0.0577 |
[power breakdown]
group	switching [mW]	total (mW)	internal, mW
clock network	0.799	1.86	1.06
registers	0.0641	2.20	2.14
logic	0.515	0.827	0.312
total	1.38	4.89	3.51
Power figures rest on the tool's default switching activity, not on a simulated workload.
